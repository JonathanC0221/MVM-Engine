`flow/design.v`:
```
module dot8 #(
    parameter IWIDTH = 8,
    parameter OWIDTH = 32
) (
    input clk,
    input rst,
    input signed [8*IWIDTH-1:0] vec0,
    input signed [8*IWIDTH-1:0] vec1,
    input ivalid,
    output signed [OWIDTH-1:0] result,
    output ovalid
);
    logic signed [IWIDTH-1:0] a[8], b[8], aa[8], bb[8];
    logic signed [2*IWIDTH-1:0] y1[8];
    logic signed [2*IWIDTH:0] y2[4];
    logic signed [2*IWIDTH+1:0] y3[2];
    logic signed [2*IWIDTH+2:0] y;
    logic r_valid[6];
    always_comb begin
        for (int i = 0; i < 8; i = i + 1) begin : unpack
            aa[i] = vec0[(i+1)*IWIDTH-1-:IWIDTH];
            bb[i] = vec1[(i+1)*IWIDTH-1-:IWIDTH];
        end
    end
    always_ff @(posedge clk) begin
        if (rst) begin
            for (int i = 0; i < 8; i = i + 1) begin
                a[i] <= '0;
                b[i] <= '0;
            end
        end else begin
            for (int i = 0; i < 8; i = i + 1) begin
                a[i] <= aa[i];
                b[i] <= bb[i];
            end
        end
    end
    always_ff @(posedge clk) begin
        if (rst) begin
            for (int i = 0; i < 8; i = i + 1) begin
                y1[i] <= '0;
            end
        end else begin
            for (int i = 0; i < 8; i = i + 1) begin
                y1[i] <= a[i] * b[i];
            end
        end
    end
    always_ff @(posedge clk) begin
        if (rst) begin
            for (int i = 0; i < 4; i = i + 1) begin
                y2[i] <= '0;
            end
        end else begin
            for (int i = 0; i < 4; i = i + 1) begin
                y2[i] <= y1[i*2] + y1[i*2+1];
            end
        end
    end
    always_ff @(posedge clk) begin
        if (rst) begin
            for (int i = 0; i < 2; i = i + 1) begin
                y3[i] <= '0;
            end
        end else begin
            for (int i = 0; i < 2; i = i + 1) begin
                y3[i] <= y2[i*2] + y2[i*2+1];
            end
        end
    end
    always_ff @(posedge clk) begin
        if (rst) begin
            y <= '0;
        end else begin
            y <= y3[0] + y3[1];
        end
    end
    always_ff @(posedge clk) begin
        if (rst) begin
            for (int i = 0; i < 6; i = i + 1) begin
                r_valid[i] <= '0;
            end
        end else begin
             r_valid[0] <= ivalid;
            for (int i = 1; i < 6; i = i + 1) begin
                r_valid[i] <= r_valid[i-1];
            end
        end
    end
    assign result = $signed(y);
    assign ovalid = r_valid[5];
endmodule
```
`flow/run.sh`:
```
#!/bin/bash
# OpenROAD 26Q1-2900-gdf79404cd8, Yosys 0.63+post, stock flow scripts
make -C /OpenROAD-flow-scripts/flow DESIGN_CONFIG=/design/flow/config.mk WORK_HOME=/design/flow/orfs finish
```
`flow/config.mk`:
```
export PLATFORM = sky130hd
export DESIGN_NAME = dot8
export DESIGN_NICKNAME = dot8
export VERILOG_FILES = /design/flow/design.v
export SDC_FILE = /design/flow/constraint.sdc
export NUM_CORES = 4
export LEC_CHECK = 1
export CORE_UTILIZATION = 50
```
`flow/constraint.sdc`:
```
current_design dot8

set clk_period 7.3
set clk_io_pct 0.2

create_clock -name clk0 -period $clk_period [get_ports {clk}]

set non_clock_inputs [all_inputs -no_clocks]
set_input_delay [expr $clk_period * $clk_io_pct] -clock clk0 $non_clock_inputs
set_output_delay [expr $clk_period * $clk_io_pct] -clock clk0 [all_outputs]
```
==> flow_summary.toml <==
# yosys + openroad results
[status]
outcome = "complete, no violations"

[clocking]
clockRootBuffer = "clkbuf_16"
clock_sinks = 385
clockBufferDepth = 3
cts.clk_slew.worst_paths_ps = 60
numCtsBuffers = 47
cts-hold-fix-buffers = 0
cts_setup_buffers = 0
h-tree-depth = 2
ctsResizeCount = 0
clock_latency_ps = 580
cts_tree = "built"

[synthesis]
yosysChipArea_um2 = 34500
ys_cells = 3719
ys_async_sr_fraction = 0
netlist.area_leader.share = 0.259
common_cells = "inv_1, fa_1, dfxtp_1"
ff_type = "dfxtp_1"
synth.most_common_cell = "inv_1"
syn_area_um2 = 34500
syn_inst = 3719
synth.distinct_cells = 61
synth.area.top_cells = "fa_1, dfxtp_1, ha_1"
top_area_cell = "fa_1"
ys_warn_count = 9
synth_seq_share = 0.223
synth_flop_count = 385
synth.avg_cell_area_um2 = 9.29
edf_count = 0

[timing]
min_period_ps = 4470
setup_viol = 0
finalSetupTns_ps = 0
rsz0062_at_grt = "no"
setup_slack_ps = 2830
fmax_ghz = 0.224
max_slew_margin = 0.507
slew_violations = 0
tightest_slew_ps = 740
finalClockPeriodUsage = 0.612
fin_skew_ps = 15.9
hold_viol = 0

[global_route]
track_usage = 0.205
grt_pass1_wl_mm = 113
grt_pass1_vias = 23600
grt_max_degree = 151
gr-total-overflow = 0
antenna_found_initial = 0

[min_path]
min_delay_path_depth = 1
hp-start = "r_valid[1]"
hold_class = "reg -> reg"
hold_end = "r_valid[2]"

[die]
core_um2 = 67800
die_y_um = 265
ios = 164
initial_core_util = 0.510
die_x_um = 265
dieArea_um2 = 70100
placementRows = 95

[setup_path]
crit_arrival_ps = 4910
crit_cells = 17
crit_path_max_fanout = 8
crit_buf_inv = 4
max_stage_delay_ps = 530
path_delay_family = "adder cells"
path_cells = "and2_1 > fa_1 > inv_1 > fa_1 > inv_1 > fa_1 > inv_1 > fa_1 > inv_1 > ha_1 > nand2_1 > a2bb2oi_1 > a22oi_1 > a21o_1 > o41a_1 > xnor2_1 > nor2_1"
timing.rr.end = "y1[0][15]"
cp_slowest_cell = "fa_1"
criticalPathCategory = "reg -> reg"
startpoint_type = "register"
ff2ff_path_depth = 17
rr_startpoint = "b[0][2]"
end_kind = "register"
required_ps = 7740
regToRegSetupSlack_ps = 2830

[cells_and_area]
fin_util = 0.569
area_growth_pct = 11.7
nFillCells = 6070
drive_gt1_frac = 0.0297

[drt]
via_per_inst = 4.84
drt_pass1_iterations = 5
drt-total-wl_mm = 63.3
num_vias = 23100
wl_per_cell_um = 13.2
drc = 0
ant_nets = 0
n_antenna_cell = 0
drt_iter0_drc = 835

[power]
power_leakage_nw = 18.6
finalPower_mw = 7.77
irDropWorstVdd_mv = 0.173
p_per_area_nw_per_um2 = 202

[place]
port_buffers = 163
hpwl_mm = 50.9
pre_cts_ws_ps = 2840
gp_congestion = 0.903

[flow_run]
max-cap-violations = 0
tool_warnings = 29
[power breakdown]
group	total (mW)	leakage, nW	switching [mW]	internal, mW
logic	2.81	14.6	1.48	1.32
registers	2.68	3.18	0.222	2.45
clock network	2.29	0.759	0.923	1.36
total	7.77	18.6	2.63	5.14
[per-stage QoR]
step	instances	hold slack, ps	cell area (µm²)
after floorplan	3719	414	34500
after global placement	4699	433	37000
after detailed placement	4699	427	37000
after CTS	4782	444	38600
after global routing	4782	455	38600
final	4782	439	38600
[logic make-up (layout without fill, tap and decap cells)]
family / Yosys count / in the layout / share of synthesized area
XOR/XNOR: 177 / 177 / 0.0449
AND-OR/OR-AND: 419 / 419 / 0.0785
buffers and inverters: 732 / 922 / 0.0810
multiplexers: 9 / 9 / 0.00290
flip-flops: 385 / 385 / 0.223
AND/OR/NAND/NOR: 1202 / 1202 / 0.184
adder cells (fa/ha/maj): 795 / 795 / 0.385
[flip-flops by register name, indices dropped and copies added, names as in the netlist]
| name | flops |
|---|---|
| y3 | 36 |
| y | 19 |
| y2 | 68 |
| b | 64 |
| r_valid | 6 |
| y1 | 128 |
| a | 64 |
[cell usage in the layout (no fill, tap or decap), types with 89 or more instances in the layout]
| master | Yosys | routed |
|---|---|---|
| a21oi_1 | 114 | 114 |
| and2_1 | 321 | 321 |
| clkdlybuf4s50_1 | 0 | 162 |
| dfxtp_1 | 385 | 385 |
| fa_1 | 447 | 447 |
| ha_1 | 348 | 348 |
| inv_1 | 673 | 673 |
| nand2_1 | 212 | 212 |
| nor2_1 | 241 | 241 |
| nor2b_1 | 249 | 249 |
| o21ai_0 | 89 | 89 |
| xnor2_1 | 97 | 97 |
[routing by layer]
metal | up-vias | part of all wire | track usage
met4 | 0 | 0.016 | 0.0277
li1 | 11900 | - | -
met3 | 63 | 0.045 | 0.0382
met2 | 333 | 0.42 | 0.295
met1 | 10800 | 0.52 | 0.349
met5 | - | 0 | 0
[worst max path at each step]
stage / end / startpoint / slack, ps
4_1_cts: y1[0][15] / b[0][2] / 2830
5_1_grt: y1[0][15] / b[0][2] / 2490
6_report: y1[0][15] / b[0][2] / 2830
[area by class of cell]
cell class / instances / area [µm²] / share of cell area
timing repair buffer: 166 / 1670 / 0.0433
tap: 873 / 1090 / 0.0283
clock inverter: 16 / 143 / 0.00370
clock buffer: 67 / 1390 / 0.0361
inverter: 673 / 2530 / 0.0655
sequential: 385 / 7710 / 0.200
multi-input combinational: 2602 / 24000 / 0.623
Power and IR drop assume default switching activity.

## design/flow/run.sh

```bash
#!/bin/bash
# OpenROAD 26Q1-2900-gdf79404cd8, Yosys 0.63+post, stock flow scripts
make -C /OpenROAD-flow-scripts/flow DESIGN_CONFIG=/design/flow/config.mk WORK_HOME=/design/flow/orfs finish
```

## design/flow/config.mk

```make
export PLATFORM = sky130hd
export DESIGN_NAME = ctrl
export DESIGN_NICKNAME = ctrl
export VERILOG_FILES = /design/flow/design.v
export SDC_FILE = /design/flow/constraint.sdc
export NUM_CORES = 4
export LEC_CHECK = 1
export CORE_UTILIZATION = 30
```

## design/flow/constraint.sdc

```tcl
current_design ctrl

set clk_period 4.6
set clk_io_pct 0.2

create_clock -name clk0 -period $clk_period [get_ports {clk}]

set non_clock_inputs [all_inputs -no_clocks]
set_input_delay [expr $clk_period * $clk_io_pct] -clock clk0 $non_clock_inputs
set_output_delay [expr $clk_period * $clk_io_pct] -clock clk0 [all_outputs]
```

## design/flow/design.v

```verilog
module ctrl #(
    parameter VEC_ADDRW = 8,
    parameter MAT_ADDRW = 9,
    parameter VEC_SIZEW = VEC_ADDRW + 1,
    parameter MAT_SIZEW = MAT_ADDRW + 1
) (
    input clk,
    input rst,
    input start,
    input [VEC_ADDRW-1:0] vec_start_addr,
    input [VEC_SIZEW-1:0] vec_num_words,
    input [MAT_ADDRW-1:0] mat_start_addr,
    input [MAT_SIZEW-1:0] mat_num_rows_per_olane,
    output [VEC_ADDRW-1:0] vec_raddr,
    output [MAT_ADDRW-1:0] mat_raddr,
    output accum_first,
    output accum_last,
    output ovalid,
    output busy
);
    typedef enum logic [1:0] {
        IDLE,
        WAIT,
        COMPUTE
    } state_t;
    state_t state, next_state;
    logic [VEC_ADDRW-1:0] vec_start_addr_r;
    logic [VEC_SIZEW-1:0] vec_num_words_r;
    logic [MAT_ADDRW-1:0] mat_start_addr_r;
    logic [MAT_SIZEW-1:0] mat_num_rows_per_olane_r;
    logic [VEC_SIZEW-1:0] vec_idx, next_vec_idx;
    logic [MAT_SIZEW-1:0] mat_row_idx, next_mat_row_idx;
    logic [1:0] wait_counter, next_wait_counter;
    logic [VEC_SIZEW-1:0] vec_idx_pipe1, vec_idx_pipe2, vec_idx_pipe3;
    logic [MAT_SIZEW-1:0] mat_row_idx_pipe1, mat_row_idx_pipe2, mat_row_idx_pipe3;
    logic [MAT_ADDRW-1:0] mat_row_base_pipe1, mat_row_base_pipe2, mat_row_base_pipe3;
    logic accum_first_pipe1, accum_first_pipe2, accum_first_pipe3;
    logic accum_last_pipe1, accum_last_pipe2, accum_last_pipe3;
    logic ovalid_pipe1, ovalid_pipe2, ovalid_pipe3;
    logic [VEC_ADDRW-1:0] vec_raddr_reg;
    logic [MAT_ADDRW-1:0] mat_raddr_reg;
    logic accum_first_reg;
    logic accum_last_reg;
    logic ovalid_reg;
    logic busy_reg;
    always_ff @(posedge clk or posedge rst) begin
        if (rst) begin
            state <= IDLE;
            vec_start_addr_r <= '0;
            vec_num_words_r <= '0;
            mat_start_addr_r <= '0;
            mat_num_rows_per_olane_r <= '0;
            vec_idx <= '0;
            mat_row_idx <= '0;
            wait_counter <= 2'b00;
            vec_idx_pipe1 <= '0;
            vec_idx_pipe2 <= '0;
            vec_idx_pipe3 <= '0;
            mat_row_idx_pipe1 <= '0;
            mat_row_idx_pipe2 <= '0;
            mat_row_idx_pipe3 <= '0;
            mat_row_base_pipe1 <= '0;
            mat_row_base_pipe2 <= '0;
            mat_row_base_pipe3 <= '0;
            accum_first_pipe1 <= 1'b0;
            accum_first_pipe2 <= 1'b0;
            accum_first_pipe3 <= 1'b0;
            accum_last_pipe1 <= 1'b0;
            accum_last_pipe2 <= 1'b0;
            accum_last_pipe3 <= 1'b0;
            ovalid_pipe1 <= 1'b0;
            ovalid_pipe2 <= 1'b0;
            ovalid_pipe3 <= 1'b0;
        end else begin
            state <= next_state;
            vec_idx <= next_vec_idx;
            mat_row_idx <= next_mat_row_idx;
            wait_counter <= next_wait_counter;
            if (state == IDLE) begin
                vec_start_addr_r <= vec_start_addr;
                vec_num_words_r <= vec_num_words;
                mat_start_addr_r <= mat_start_addr;
                mat_num_rows_per_olane_r <= mat_num_rows_per_olane;
            end
            vec_idx_pipe1      <= vec_idx;
            mat_row_idx_pipe1  <= mat_row_idx;
            mat_row_base_pipe1 <= mat_row_idx * vec_num_words_r;
            accum_first_pipe1  <= (state == COMPUTE) && (vec_idx == 0);
            accum_last_pipe1   <= (state == COMPUTE) && (vec_idx == vec_num_words_r - 1);
            ovalid_pipe1       <= (state == COMPUTE);
            vec_idx_pipe2      <= vec_idx_pipe1;
            mat_row_idx_pipe2  <= mat_row_idx_pipe1;
            mat_row_base_pipe2 <= mat_start_addr_r + mat_row_base_pipe1;
            accum_first_pipe2  <= accum_first_pipe1;
            accum_last_pipe2   <= accum_last_pipe1;
            ovalid_pipe2       <= ovalid_pipe1;
            vec_idx_pipe3      <= vec_idx_pipe2;
            mat_row_idx_pipe3  <= mat_row_idx_pipe2;
            mat_row_base_pipe3 <= mat_row_base_pipe2;
            accum_first_pipe3  <= accum_first_pipe2;
            accum_last_pipe3   <= accum_last_pipe2;
            ovalid_pipe3       <= ovalid_pipe2;
        end
    end
    always_comb begin
        case (state)
            IDLE: next_state = (start) ? WAIT : IDLE;
            WAIT: next_state = (wait_counter == 2) ? COMPUTE : WAIT;
            COMPUTE:
            next_state = ((vec_idx == vec_num_words_r - 1) && (mat_row_idx == mat_num_rows_per_olane_r - 1)) ? IDLE : COMPUTE;
            default: next_state = IDLE;
        endcase
    end
    always_comb begin
        next_vec_idx = vec_idx;
        next_mat_row_idx = mat_row_idx;
        next_wait_counter = wait_counter;
        busy_reg = 1'b0;
        case (state)
            WAIT: begin
                busy_reg = 1'b1;
                next_wait_counter = wait_counter + 1;
            end
            COMPUTE: begin
                busy_reg = 1'b1;
                next_wait_counter = 0;
                if (vec_idx == vec_num_words_r - 1) begin
                    if (mat_row_idx == mat_num_rows_per_olane_r - 1) begin
                        next_vec_idx = 0;
                        next_mat_row_idx = 0;
                    end else begin
                        next_vec_idx = 0;
                        next_mat_row_idx = mat_row_idx + 1;
                    end
                end else begin
                    next_vec_idx = vec_idx + 1;
                    next_mat_row_idx = mat_row_idx;
                end
            end
            default: begin
                next_vec_idx = 0;
                next_mat_row_idx = 0;
                next_wait_counter = 0;
            end
        endcase
    end
    always_ff @(posedge clk or posedge rst) begin
        if (rst) begin
            vec_raddr_reg   <= '0;
            mat_raddr_reg   <= '0;
            accum_first_reg <= 1'b0;
            accum_last_reg  <= 1'b0;
            ovalid_reg      <= 1'b0;
        end else begin
            vec_raddr_reg   <= vec_start_addr_r + vec_idx_pipe3;
            mat_raddr_reg   <= mat_row_base_pipe3 + vec_idx_pipe3;
            accum_first_reg <= accum_first_pipe3;
            accum_last_reg  <= accum_last_pipe3;
            ovalid_reg      <= ovalid_pipe3;
        end
    end
    assign vec_raddr   = vec_raddr_reg;
    assign mat_raddr   = mat_raddr_reg;
    assign accum_first = accum_first_reg;
    assign accum_last  = accum_last_reg;
    assign ovalid      = ovalid_reg;
    assign busy        = busy_reg;
endmodule
```

==> changes_impl.md <==
### Metrics

* Pin count of the biggest net entering global routing at 120
* Startpoint of the lowest-slack register-to-register path: vec_num_words_r[2]$_DFFE_PP0P_
* Combined area of all synthesized cells at between 0.007 and 0.008 sq mm
* Antenna viol nets, final at 0
* Most used flip-flop cell after synthesis: dfrtp_1
* First-pass GRT wire length at approximately 23000 microns
* Total of flip-flops plus latches after synthesis at approximately 140
* Category of the worst setup path launch point: flop
* Delay of the slowest critical-path stage at roughly 700 ps
* Starting Density at 0.308
* CTS max path bufs at 2
* Gate count of the mapped netlist at about 650
* Flop2flop setup slack at 450 ps
* Start point of the worst min-delay path: ovalid_pipe3$_DFF_PP0_
* Top logic cells by instance count in the layout: 142 x dfrtp_1, 62 x nand2_1, 59 x clkdlybuf4s50_1
* Number of buffers inserted by hold repair at cts at 0
* Cell-by-cell trace of the critical path: nand2_1 -> fa_1 -> inv_1 -> fa_1 -> ha_1 -> inv_1 -> fa_1 -> inv_1 -> fa_1 -> a21o_1 -> a21oi_1 -> xnor2_1 -> xnor2_1 -> xnor2_1
* Total via count after detailed routing at 4529
* Cell count in the Yosys report at about 650
* Fillers at ~2300
* Routed wire length per instance at roughly 13 microns
* Post-synth seq share at 0.490
* Sequential cell area at between 0.003 and 0.004 sq mm
* TNS Setup at 0 ps
* Pins over their slew limit at 0
* Number of distinct library cells after synthesis at roughly 60
* Residual DRC at 0
* Area of the core at between 0.02 and 0.025 sq mm
* Number of enable-type register cells in the synthesized netlist at 0
* Shortest period the worst path allows at 4150 ps
* Vert. Die Dim at 158 microns
* Worst-path maximum fanout at 15
* Worst-path clk slew at about 70 ps
* Clock sinks at 143
* Area used by multi-input combinational logic at between 0.003 and 0.004 sq mm
* Timing endpoint of the critical path: mat_row_base_pipe1[8]$_DFF_PP0_
* Detailed-routing iteration count for the pre-antenna-repair pass at 6
* Vias in the first global route at 4538
* Ratio of total power to cell area at 493 mW/mm^2
* DIE WIDTH at approximately 160 microns
* Max capacitance violation total at 0
* Worst-case setup margin in the final layout at about 450 ps
* DIE AREA at between 0.02 and 0.025 sq mm
* CTS HTree Levels at 4
* Capture point of the worst reg-to-reg path: mat_row_base_pipe1[8]$_DFF_PP0_
* Ratio of cells with drive above 1 in the final layout at 0.102
* Detail-routed via count per cell at about 4.4
* Type of destination of the critical path: flop
* Final hold vios at 0
* Peak VDD IR at between 0.2 and 0.25 mV
* # Post-CTS Setup Buffers at 0
* Worst hold slack at 338 ps
* Routability congestion estimate from global placement at 0.836
* Slowest CP cell: dfrtp_1
* Relative area change from synthesis to final layout at 20.1%
* Startpoint of the most critical setup path: vec_num_words_r[2]$_DFFE_PP0P_
* Slew @ Worst Pin at between 600 and 700 ps
* Number of top-level pins at approximately 60
* Row count at between 50 and 60
* Fraction of registers with async set or reset after synthesis at 1.00
* OpenROAD warning count at 28
* Fin Clk Skew at between 9 and 10 ps
* Class of the tightest hold or removal check: flop to flop
* Top flop regs: mat_num_rows_per_olane_r (10), mat_row_idx (10)
* Initial antenna violation count at 0
* IO Port Bufs at between 50 and 60
* Leakage power summed over all cells at 3.89 nW
* Insertion delay of the later-clocked pin in the worst-skew pair at around 420 ps
* R2R cell count at 14
* Mean cell area of the mapped netlist at 11.3 sq um
* Portion of synthesized cell area occupied by the leading cell type at 0.487
* First-iteration detailed-routing DRC count at ~200
* Critical path class: flop to flop
* Remaining global-route overflow at 0
* Core Util, Final at 0.370
* Overall routing resource usage at 0.123
* Worst setup slack before clock tree synthesis at 446 ps
* Arr. time, crit path at ~4500 ps
* Outcome: finished, final reports clean
* CP most frequent cell: fa_1
* Highest-count logic cell in the final layout: dfrtp_1
* Required time at the endpoint of the critical path at 4940 ps
* Top cell type by total area after synthesis: dfrtp_1
* Number of warnings issued by yosys at 1
* Root Driver: clkbuf_16
* Worst slew margin relative to its limit at 0.582
* Clock tree from TritonCTS: done
* Portion of the clock cycle consumed by the worst path in the final layout at 0.902
* Final setup violating endpoints at 0
* DPL Wire Length at ~9700 microns
* Maximum clock rate at roughly 240 MHz
* RSZ-0062 raised after global routing: false
* Aggregate routed wire length at approximately 14000 microns
* Cells resized by post-CTS repair at 0
* Clock buffer count from CTS at 17
* Number of antenna repair diodes at 0
* Yosys synthesis chip area at 0.00730 sq mm
* Leading post-synthesis cells by cell area: dfrtp_1 49%, ha_1 7.9%, fa_1 5.8%
==> critical path: cells and delay by family (launching register included) <==
kind / cells / cell delay [ps]
compound gates: 2 / 360
flops: 1 / 680
fa+ha+maj: 5 / 2270
simple gates: 1 / 160
buf+inv: 3 / 160
xor+xnor: 3 / 440
==> where the power goes <==
| group | total [W] | internal, W | switching, W |
|---|---|---|---|
| Sequential | 0.00186 | 0.00161 | 0.000257 |
| Clock | 0.00130 | 0.000715 | 0.000589 |
| Combinational | 0.00115 | 0.000643 | 0.000510 |
| Total | 0.00432 | 0.00297 | 0.00136 |
==> metal layers <==
| metal | wire (microns) | vias up | GRT usage |
|---|---|---|---|
| met5 | 0 | - | 0 |
| met1 | 6760 | 2166 | 0.190 |
| met3 | 509 | 10 | 0.0223 |
| met2 | 6350 | 74 | 0.190 |
| met4 | 134 | 0 | 0.0133 |
| li1 | - | 2279 | - |
==> synthesized netlist by cell type, types with 2 or more instances <==
library cell  instances
and3_1                2
o211ai_1              2
mux2i_1               2
or3_1                 3
buf_1                 2
nand2b_1              4
o21ai_1               4
or4_1                 2
a21boi_0              3
buf_2                 7
nor2_1               23
and2_1               14
o21bai_1              6
nor4_1                4
nor2b_1               7
o2bb2ai_1             2
fa_1                 21
nand3b_1              4
nand4_1               5
clkbuf_1             15
or3b_1                2
ha_1                 46
o22ai_1               2
dfrtp_1             142
xnor2_1              46
xor2_1               22
nand2_1              62
nor3_1                9
buf_6                 2
inv_1                59
o21ai_0              23
a21o_1                9
mux2_2               29
nand3_1              11
a211o_1               2
a22o_1                4
a21oi_1              23
==> cell families after synthesis <==
| kind of cell | share of synthesized area |
|---|---|
| compound gates | 0.0830 |
| xor+xnor | 0.0838 |
| fa+ha+maj | 0.136 |
| buf+inv | 0.0480 |
| flops | 0.490 |
| mux | 0.0475 |
| simple gates | 0.111 |
==> metrics by stage <==
step	std cells	cell area (sq um)	power, W
global route	1033	8760	0.00463
CTS	1033	8760	0.00438
floorplan	648	7300	0.00265
detailed placement	1001	8190	0.00304
finish	1033	8760	0.00432
global placement	1001	8190	0.00303
==> final cells by class <==
class / instances / share of cell area
flip-flops and latches: 143 / 0.409
multi-input cells: 419 / 0.384
repair buffers: 61 / 0.0705
well taps: 319 / 0.0456
inverters: 59 / 0.0257
clock buffers: 17 / 0.0486
clock inverters: 15 / 0.0167
==> worst min-delay path by stage <==
stage                           to  slack, ps  depth (start not counted)
finish        ovalid_reg$_DFF_PP0_        340                          0
global route  ovalid_reg$_DFF_PP0_        350                          0
CTS           ovalid_reg$_DFF_PP0_        340                          0
Power figures rest on the tool's default switching activity, not on a simulated workload.

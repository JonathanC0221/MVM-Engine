==> flow/design.v <==
module accum #(
    parameter DATAW  = 19,
    parameter ACCUMW = 32
) (
    input clk,
    input rst,
    input signed [DATAW-1:0] data,
    input ivalid,
    input first,
    input last,
    output signed [ACCUMW-1:0] result,
    output ovalid
);
    logic signed [ACCUMW-1:0] accum_reg, accum_next;
    logic signed [ACCUMW-1:0] result_reg;
    logic ivalid_reg;
    logic ovalid_reg;
    always_comb begin
            if (first) accum_next = data;
            else accum_next = accum_reg + data;
    end
    always_ff @(posedge clk) begin
        if (rst) begin
            accum_reg  <= '0;
            result_reg <= '0;
            ovalid_reg <= 1'b0;
            ivalid_reg <= 1'b0;
        end else begin
            accum_reg  <= accum_next;
            ivalid_reg <= ivalid;
            if (ivalid_reg && last) begin
                result_reg <= accum_next;
                ovalid_reg <= 1'b1;
            end else begin
                ovalid_reg <= 1'b0;
            end
        end
    end
    assign ovalid = ovalid_reg;
    assign result = $signed(result_reg);
endmodule
==> flow/run.sh <==
#!/bin/bash
# OpenROAD 26Q1-2900-gdf79404cd8, Yosys 0.63+post, stock flow scripts
make -C /OpenROAD-flow-scripts/flow DESIGN_CONFIG=/design/flow/config.mk WORK_HOME=/design/flow/orfs finish
==> flow/config.mk <==
export PLATFORM = sky130hd
export DESIGN_NAME = accum
export DESIGN_NICKNAME = accum
export VERILOG_FILES = /design/flow/design.v
export SDC_FILE = /design/flow/constraint.sdc
export NUM_CORES = 4
export LEC_CHECK = 1
export CORE_UTILIZATION = 40
==> flow/constraint.sdc <==
current_design accum

set clk_period 11.3
set clk_io_pct 0.2

create_clock -name clk0 -period $clk_period [get_ports {clk}]

set non_clock_inputs [all_inputs -no_clocks]
set_input_delay [expr $clk_period * $clk_io_pct] -clock clk0 $non_clock_inputs
set_output_delay [expr $clk_period * $clk_io_pct] -clock clk0 [all_outputs]
==> flow_metrics.env <==
# physical design summary
export IMPL_outcome="complete, no violations"
export IMPL_tritoncts="yes"
export IMPL_cts_buffers=9
export IMPL_grt_antenna_before_repair=0
export IMPL_yosysCellCount=485
export IMPL_final_layout_size_suffix_gt1_share_pct=7.49
export IMPL_ctsLongestPathBuffers=2
export IMPL_post_cts_resized=0
export IMPL_log_warning_count=25
export IMPL_routedWlPerCell_um=14.2
export IMPL_critPathArrivalTime_ns=5.67
export IMPL_drt_vias_per_instance=5.37
export IMPL_routabilityCongestion=0.874
export IMPL_detail_route_iter0_violations=133
export IMPL_cts_sinks=66
export IMPL_maxCapViolations=0
export IMPL_number_of_buffers_inserted_by_port_buffering=56
export IMPL_floorplanUtilization_pct=42.0
export IMPL_insertion_delay_ns=0.35
export IMPL_grt_start_max_net_pins=69
export IMPL_p_per_area_nw_per_um2=150
export IMPL_timing_critical_path_from_type="input port"
export IMPL_final_setup_tns_ns=0
export IMPL_final_fill_count=932
export IMPL_max_clock_freq_mhz=185
export IMPL_power_leakage_nw=1.88
export IMPL_die_width_um=101
export IMPL_layout_core_utilization_pct=51.2
export IMPL_yosys_stat_area_um2=3940
export IMPL_row_count=35
export IMPL_worst_setup_path_type="in2reg"
export IMPL_via_count_of_the_first_global_routing_pass=3213
export IMPL_insertedDiodeCount=0
export IMPL_ctsHoldBuffers=0
export IMPL_share_seq_of_total_power_pct=36.2
export IMPL_wirelength_um=9430
export IMPL_p_switching_uw=242
export IMPL_async_set_reset_flop_share_out_of_synthesis_pct=0
export IMPL_dominant_flop_cell="sky130_fd_sc_hd__dfxtp_1"
export IMPL_layout_worst_path_cycle_share_pct=47.8
export IMPL_via_count=3558
export IMPL_synth_edff_count=0
export IMPL_grt_pass1_wl_um=15700
export IMPL_overflow=0
export IMPL_cts_htree_levels=3
export IMPL_synthDistinctLibCells=55
export IMPL_power_switching_fraction_pct=33.7
export IMPL_instance_count_of_the_mapped_netlist=485
export IMPL_comb_power_share_pct=31.4
export IMPL_yosys_warnings=1
export IMPL_p_clk_share_pct=32.4
export IMPL_worstMarginPinSlew_ns=0.776
export IMPL_drt_pre_antenna_iters=4
export IMPL_final_period_minus_worst_setup_slack_ns=5.40
export IMPL_maximum_fanout_count_along_the_critical_path=17
export IMPL_dpl_cell_count=647
export IMPL_relative_slew_margins_pct=48.1
export IMPL_io_pins=57
export IMPL_gr_usage_all_layers_pct=19.7
export IMPL_worst_clock_skew_ns=0.00935
export IMPL_critPathRequiredTime_ns=11.58
export IMPL_flow_area_growth_from_synthesis_pct=21.8
export IMPL_post_cts_buffers=0
export IMPL_layout_cells_non_filler=663
export IMPL_area_combinational_um2=2460
export IMPL_flops_latches_synth=66
export IMPL_timing_final_hold_violations=0
export IMPL_total_die_size_um2=10300
export IMPL_worstHoldPathType="reg2reg"
export IMPL_dp_hpwl_um=6490
export IMPL_die_height_um=101
export IMPL_flop_area_um2=1320
export IMPL_irDropWorstVdd_uv=75.0
export IMPL_postSynthAreaPerCell_um2=8.12
export IMPL_final_setup_viol_count=0
export IMPL_synth_seq_area_share_pct=33.5
export IMPL_mappedNetlistArea_um2=3940
export IMPL_timing_max_transition_violations_final=0
export IMPL_pre_cts_slack_ns=5.56
export IMPL_timing_critical_path_to_type="flip-flop"
export IMPL_cts_reportedPaths_clkPinSlew_ns=0.08
export IMPL_clock_tree_root_cell="sky130_fd_sc_hd__clkbuf_8"
export IMPL_drc=0
export IMPL_grt_setup_unrepaired="false"
export IMPL_drt_antenna_violating_nets=0
export IMPL_cellInternalPower_uw=477
export IMPL_core_region_um2=9370
export IMPL_setup_ws_ns=5.90
[synthesized netlist by cell type (all sizes together), types with 3 or more instances]
| library cell | number | area [um2] |
|---|---|---|
| nand3 | 10 | 50.1 |
| nand4 | 5 | 31.3 |
| o31ai | 3 | 22.5 |
| a31oi | 4 | 25.0 |
| a21o | 8 | 60.1 |
| a311oi | 4 | 41.3 |
| a21boi | 5 | 37.5 |
| clkbuf | 22 | 82.6 |
| nor3 | 6 | 30.0 |
| and3 | 5 | 32.5 |
| o21ai | 29 | 160 |
| nor2 | 90 | 338 |
| a211oi | 33 | 258 |
| a21oi | 45 | 267 |
| mux2i | 4 | 40.0 |
| ha | 31 | 388 |
| o21bai | 8 | 60.1 |
| and2 | 3 | 18.8 |
| dfxtp | 66 | 1320 |
| o21a | 4 | 30.0 |
| inv | 12 | 45.0 |
| xnor2 | 15 | 131 |
| buf | 5 | 30.0 |
| nand2 | 35 | 131 |
| xor2 | 7 | 61.3 |
[worst paths after layout]
path                                       to  slack (ns)  cells after the start                        start
hold / removal    result_reg[26]$_SDFFE_PP0P_        0.50                      2  result_reg[26]$_SDFFE_PP0P_
hold reg to reg   result_reg[26]$_SDFFE_PP0P_        0.50                      2  result_reg[26]$_SDFFE_PP0P_
setup / recovery  result_reg[31]$_SDFFE_PP0P_        5.90                     11                     data[18]
setup reg to reg  result_reg[26]$_SDFFE_PP0P_        8.25                     11      accum_reg[0]$_SDFF_PP0_
[cells by family (layout without fill, tap and decap cells)]
logic type                 Yosys count  after routing  share of synthesized area [%]
buffers and inverters               39             88                           4.00
DFF                                 66             66                           33.5
and+or+nand+nor                    162            162                           17.5
xor gates and xnor gates            22             22                           4.89
adders and majority gates           32             32                           10.4
AOI/OAI and AO/OA                  159            159                           28.5
muxes                                5              5                           1.30
[placed cells by master, fill, tap and decap left out, types with 3 or more instances in the layout]
| cell type | instances |
|---|---|
| sky130_fd_sc_hd__nor2_1 | 90 |
| sky130_fd_sc_hd__dfxtp_1 | 66 |
| sky130_fd_sc_hd__clkdlybuf4s50_1 | 55 |
| sky130_fd_sc_hd__a21oi_1 | 40 |
| sky130_fd_sc_hd__nand2_1 | 35 |
| sky130_fd_sc_hd__a211oi_1 | 31 |
| sky130_fd_sc_hd__ha_1 | 31 |
| sky130_fd_sc_hd__o21ai_0 | 22 |
| sky130_fd_sc_hd__xnor2_1 | 15 |
| sky130_fd_sc_hd__inv_1 | 12 |
| sky130_fd_sc_hd__nand3_1 | 10 |
| sky130_fd_sc_hd__clkbuf_8 | 9 |
| sky130_fd_sc_hd__a21o_1 | 8 |
| sky130_fd_sc_hd__o21bai_1 | 8 |
| sky130_fd_sc_hd__xor2_1 | 7 |
| sky130_fd_sc_hd__nor3_1 | 6 |
| sky130_fd_sc_hd__nand4_1 | 5 |
| sky130_fd_sc_hd__a21boi_0 | 5 |
| sky130_fd_sc_hd__o21ai_2 | 4 |
| sky130_fd_sc_hd__o21a_1 | 4 |
| sky130_fd_sc_hd__a31oi_1 | 4 |
| sky130_fd_sc_hd__and3_1 | 4 |
| sky130_fd_sc_hd__mux2i_1 | 4 |
| sky130_fd_sc_hd__buf_4 | 4 |
| sky130_fd_sc_hd__a21oi_4 | 3 |
| sky130_fd_sc_hd__o21ai_1 | 3 |
| sky130_fd_sc_hd__o31ai_1 | 3 |
| sky130_fd_sc_hd__a311oi_1 | 3 |
[layout make-up]
| type | instances | share of cell area (%) |
|---|---|---|
| multi-input cells | 380 | 51.3 |
| flip-flops and latches | 66 | 27.5 |
| repair buffers | 60 | 12.2 |
| well taps | 129 | 3.36 |
| clock buffers | 9 | 2.58 |
| clock inverters | 7 | 2.11 |
| inverters | 12 | 0.938 |
[metal layers]
layer  vias to the layer above  global-route usage (%)  routed length [um]
met5                         -                       0                   0
met4                         0                    1.90                 103
met3                         9                    3.36                 365
met2                        56                    30.5                4180
met1                      1653                    30.7                4780
li1                       1840                       -                   -
[power by group through the flow]
| stage | sequential [mW] | combinational (mW) | clock [mW] |
|---|---|---|---|
| CTS | 0.261 | 0.226 | 0.239 |
| global route | 0.262 | 0.254 | 0.250 |
| finish | 0.260 | 0.226 | 0.233 |
[through the flow]
stage               hold WS (ns)  power, mW  cell area (um2)
floorplan                  0.431      0.433             3940
global placement           0.481      0.489             4580
detailed placement         0.480      0.489             4580
CTS                        0.498      0.726             4800
global route               0.512      0.766             4800
finish                     0.496      0.719             4800
[critical path, cell delays in order]
cell and delay, ns:
sky130_fd_sc_hd__clkdlybuf4s50_1 0.82, sky130_fd_sc_hd__ha_1 0.64, sky130_fd_sc_hd__and3_1 0.24, sky130_fd_sc_hd__nand2_1 0.10
sky130_fd_sc_hd__nor2_1 0.20, sky130_fd_sc_hd__inv_1 0.06, sky130_fd_sc_hd__o221ai_1 0.27, sky130_fd_sc_hd__mux2_2 0.38
sky130_fd_sc_hd__a2111oi_2 0.32, sky130_fd_sc_hd__xnor2_1 0.15, sky130_fd_sc_hd__a211oi_2 0.23
No activity file was given, so power comes from the tool's default toggle rates.
